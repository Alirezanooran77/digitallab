===== flow/run.sh =====
#!/bin/bash
# OpenROAD 26Q1-2900-gdf79404cd8, Yosys 0.63+post, stock flow scripts
make -C /OpenROAD-flow-scripts/flow DESIGN_CONFIG=/design/flow/config.mk WORK_HOME=/design/flow/orfs finish

===== flow/config.mk =====
export PLATFORM = sky130hd
export DESIGN_NAME = Mux
export DESIGN_NICKNAME = Mux
export VERILOG_FILES = /design/flow/design.v
export SDC_FILE = /design/flow/constraint.sdc
export NUM_CORES = 4
export LEC_CHECK = 1
export CORE_AREA = 10 10 83 83
export DIE_AREA = 0 0 93 93
export SYNTH_HDL_FRONTEND = slang

===== flow/constraint.sdc =====
current_design Mux

set clk_period 1.0
set clk_io_pct 0.2

create_clock -name clk0 -period $clk_period

set non_clock_inputs [all_inputs -no_clocks]
set_input_delay [expr $clk_period * $clk_io_pct] -clock clk0 $non_clock_inputs
set_output_delay [expr $clk_period * $clk_io_pct] -clock clk0 [all_outputs]

===== flow/design.v =====
module Mux(Zero, One, Select, Out);
	parameter n=64;
	input [n-1:0] Zero, One;
	input Select;
	output [n-1:0] Out;
	assign Out = (Select == 0) ? Zero : One;
endmodule

==> results.toml <==
# yosys + openroad results
[setup_path]
crit_path_end_kind = "output pin"
path_max_fanout = 9
worst_ep_required_time_ns = 0.80
worst-endpoint-arrival_ns = 0.89
cp-start-kind = "input pin"
worstSetupPathType = "in -> out"

[final_timing]
fmax_mhz = 920
rsz0062_at_grt = "true"
post-route-min-period_ns = 1.09
timing_max_transition_violations_final = 0
timing_hold_violations_final = 0
final.period_utilization = 1.09
setup_tns_ns = -4.83
final_critical_path_setup_slack_ns = -0.0866
slew_headroom = 0.934
setup-violations-final = 64
timing_worst_slew_pin_value_ns = 0.0996

[route]
post-route-drc-count = 0
detailedRoute.firstIterationViolations = 3
drtAntennaViolNets = 0
routed-via-count = 1348
count_of_tritonroute_iterations_in_the_first_routing_pass = 3
totalWireLength_um = 6750
wl_per_cell_um = 20.0
antenna_cells = 0
drt-vias-per-instance = 4.00

[outcome]
status = "complete, but fails checks"
violations = "setup timing"

[place]
gpl.final_weighted_congestion = 0.794
placed_area_um2 = 3050
pre_cts_slack_ns = -0.538
dpl_hpwl_um = 6170
io_buffer_count = 193

[layout]
layout.sequential_cells = 0
layout.area.comb_um2 = 961
area.sequential_um2 = 0
clkbuf_count = 0
fill_cells = 493
final_area_um2 = 3020
layout-area-overhead-vs-synth_pct = 181
fin_util = 0.588
final_layout_size_suffix_gt1_frac = 0.521

[die]
die-width_um = 93
floorplan.die.height_um = 93
chip_area_um2 = 8650
core_area_um2 = 5140
core_rows = 26
effective_utilization_at_floorplan = 0.210
design.portCount = 193

[synthesis]
ys_top_cells_by_area = "sky130_fd_sc_hd__mux2_4, sky130_fd_sc_hd__buf_12, sky130_fd_sc_hd__mux2_2"
post-synth-top-area-fraction = 0.836
synth-cells-yosys = 71
yosys_warnings = 0
post_synth_inst_count = 71
ys_chip_area_um2 = 1080
netlist_area_um2 = 1080
avgSynthCellArea_um2 = 15.2
synth_top_cell_by_area = "sky130_fd_sc_hd__mux2_4"
netlist-cell-type-count = 4
yosysSeqAreaShare = 0

[global_routing]
gr-usage-all-layers = 0.146
grt_pass1_vias = 1531
grt_first_pass_wirelength_um = 9690
antenna_found_initial = 0
grt-ovfl-total = 0
grt_start_max_net_pins = 10

[flow_run]
openroad.warnings = 35
drv.max_cap_violation_count = 0

[min_path]
hold_path_class = "in -> out"

[clocking]
cts.repair_timing.setup_buffer_count = 0

[pwr]
leakagePower_nw = 1.66
fin_total_pwr_mw = 1.22
max-vdd-ir-drop_v = 0.000168
power.density_cell_area_nw_per_um2 = 403
stage by stage:
step | instances | hold slack (ns)
3_5_place_dp | 333 | 1.34
3_3_place_gp | 333 | 1.34
6_report | 337 | 0.794
5_1_grt | 337 | 0.807
4_1_cts | 337 | 0.798
2_1_floorplan | 71 | 0.498
cell usage in the layout (no fill, tap or decap):
cell                            netlist  final
sky130_fd_sc_hd__buf_16               0      5
sky130_fd_sc_hd__buf_12               6      4
sky130_fd_sc_hd__buf_2                0     17
sky130_fd_sc_hd__mux2_4              60     64
sky130_fd_sc_hd__buf_6                1     49
sky130_fd_sc_hd__dlygate4sd2_1        0    128
cell usage after synthesis:
| cell | n |
|---|---|
| sky130_fd_sc_hd__buf_12 | 6 |
| sky130_fd_sc_hd__buf_6 | 1 |
| sky130_fd_sc_hd__mux2_2 | 4 |
| sky130_fd_sc_hd__mux2_4 | 60 |
metal layers:
layer  wire length (µm)  vias to the layer above  track usage
met5                  0                        -            0
met4                  0                        0            0
met3                640                        0       0.0533
met2               4000                       75        0.297
met1               2110                      604        0.142
li1                   -                      669            -
where the power goes:
| part | switching [mW] | internal (mW) |
|---|---|---|
| registers | 0 | 0 |
| clock network | 0 | 0 |
| logic | 0.287 | 0.933 |
| total | 0.287 | 0.933 |
final timing paths:
path / startpoint / endpoint / slack, ns / depth (start not counted)
max: Select / Out[49] / -0.09 / 4
min: Zero[22] / Out[22] / 0.79 / 3
worst max-delay path, stage by stage:
cell and delay (ns):
sky130_fd_sc_hd__buf_16 0.12, sky130_fd_sc_hd__buf_12 0.14, sky130_fd_sc_hd__mux2_4 0.30, sky130_fd_sc_hd__buf_6 0.11
cell type report:
class | count | area share
tap | 70 | 0.0290
timing repair buffer | 203 | 0.653
multi-input combinational | 64 | 0.318
kinds of logic after synthesis:
logic type             count (synthesis)  share of synthesized area
multiplexers                          64                      0.878
buffers and inverters                  7                      0.122
repair_timing:
item	4_1_cts	5_1_grt
hold buffers	0	0
gates resized	394	3
endpoints found under the setup margin	64	64
cloned	4	0
Power figures rest on the tool's default switching activity, not on a simulated workload.
